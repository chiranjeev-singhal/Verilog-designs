===== /design/flow/run.sh =====
#!/bin/bash
# OpenROAD 26Q1-2900-gdf79404cd8, Yosys 0.63+post, stock flow scripts
make -C /OpenROAD-flow-scripts/flow DESIGN_CONFIG=/design/flow/config.mk WORK_HOME=/design/flow/orfs finish

===== /design/flow/constraint.sdc =====
current_design bit_counter_4_behavioral

set clk_period 1.3
set clk_io_pct 0.2

create_clock -name clk0 -period $clk_period [get_ports {clock}]

set non_clock_inputs [all_inputs -no_clocks]
set_input_delay [expr $clk_period * $clk_io_pct] -clock clk0 $non_clock_inputs
set_output_delay [expr $clk_period * $clk_io_pct] -clock clk0 [all_outputs]

===== /design/flow/config.mk =====
export PLATFORM = sky130hd
export DESIGN_NAME = bit_counter_4_behavioral
export DESIGN_NICKNAME = bit_counter_4_behavioral
export VERILOG_FILES = /design/flow/design.v
export SDC_FILE = /design/flow/constraint.sdc
export NUM_CORES = 4
export LEC_CHECK = 1
export CORE_AREA = 10 10 70 70
export DIE_AREA = 0 0 80 80

===== /design/flow/design.v =====
module bit_counter_4_behavioral (q,clock, clear);
output [3:0] q;
input clock, clear;
reg [3:0] q;
always @(posedge clear or negedge clock)  
	begin
		if ( clear )
			q = 4'd0;
		else
			q = (q + 1) % 16; 
	end
endmodule
module bit_counter_4_behavioral_stimulus ();
wire [3:0] q;
reg clock, clear;
bit_counter_4_behavioral bc1(q,clock, clear);
initial 
	begin
		clear = 0;
		clock = 0;
		#2 clear = 1;
		#1 clear = 0;
	end
always 	
	#5 clock = ~ clock;
initial
	$monitor($time, " : count is --%d ", q );
endmodule   

==> flow_metrics.rpt <==
==== FLOW RESULTS ====
----------------------------------------------------
[Status]
  Result of the run ........................ complete, but fails checks
  Violations in the final reports ........................ setup timing

[Die]
  Die W ........................ 80 um
  Chip height ........................ 80 um
  IO Count ........................ 6
  Core ar. ........................ 0.00342 sq mm
  Total die size ........................ 0.00640 sq mm
  Effective utilization at floorplan ........................ 0.0418
  Site Rows ........................ 21

[Pwr]
  Total leakage power ........................ 0.164 nW
  Cell area power density ........................ 939 mW/mm^2
  Highest ir drop seen on vdd ........................ 0.138 mV

[Final layout]
  Count of filler cells inserted in the layout ........................ 405
  Number of flip-flops in the largest register ........................ 4
  Most numerous logic cell after layout ........................ sky130_fd_sc_hd__buf_4
  Final core occ ........................ 0.0894
  Fraction of layout cells with a size suffix above 1 ........................ 0.560
  Area growth from synthesis to layout ........................ 114%
  Leading cell types in the layout, fill and taps excluded ........................ sky130_fd_sc_hd__buf_4 (7), sky130_fd_sc_hd__buf_2 (4), sky130_fd_sc_hd__dfrtn_1 (4), sky130_fd_sc_hd__clkbuf_4 (3), sky130_fd_sc_hd__inv_1 (2)

[STA]
  Sum Neg Setup Slack ........................ -1460 ps
  Final number of hold-violating endpoints ........................ 0
  Clock skew after layout ........................ 2.22 ps
  RSZ-0062 raised after global routing ........................ yes
  Max Transition Viols Final ........................ 0
  Normalized max-slew margin ........................ 0.905
  Setup slack after layout ........................ -392 ps
  Transition at the pin with the smallest max-transition slack ........................ between 100 and 150 ps
  Fin Hold WS ........................ roughly 560 ps
  Final setup viols ........................ 4

[CTS]
  Worst skew pair latency ........................ 250 ps
  CTS clock-pin slew for the worst setup and hold paths ........................ about 30 ps
  CTS tree ........................ done
  Total of hold buffers inserted after clock tree synthesis ........................ 0
  Root Buffer Master ........................ sky130_fd_sc_hd__clkbuf_4
  H-Tree Depth ........................ 1
  TritonCTS buffer count ........................ 3
  Max Buffers Root-to-Sink ........................ 2
  CTS Sinks ........................ 4

[Worst setup path]
  Crit path max-delay cell type ........................ sky130_fd_sc_hd__dfrtn_1
  Data required time of the worst path ........................ about 1000 ps
  Setup Crit Path Kind ........................ reg -> out
  R2r endpoint ........................ q[2]$_DFF_NP0_
  Depth of the critical timing path with buffers and inverters included ........................ 1
  Largest driver fanout on the critical path ........................ 2
  Worst setup path endpoint ........................ q[1]
  Worst EP arrival ........................ around 1400 ps
  Number of cells on the worst reg-to-reg path ........................ 4
  Critical path origin ........................ q[1]$_DFF_NP0_
  Startpoint of the lowest-slack register-to-register path ........................ q[0]$_DFF_NP0_
  Register-to-register path setup slack ........................ approximately 210 ps
  CP endpoint kind ........................ output pin
  Critical Path, Cell by Cell ........................ buf_2
  Cell family with the largest share of critical-path delay ........................ flip-flops
  Crit path buf inv count ........................ 1
  Delay contributed by the slowest stage of the critical path ........................ roughly 420 ps
  Crit path launch type ........................ flop

[Job]
  Number of logged tool warnings ........................ 28
  Number of violations of the max-capacitance limit ........................ 0

[Logic synthesis]
  Top post-synthesis cells by area ........................ sky130_fd_sc_hd__dfrtn_1 (70%), sky130_fd_sc_hd__ha_1 (8.8%), sky130_fd_sc_hd__xnor2_1 (6.1%), sky130_fd_sc_hd__xor2_1 (6.1%), sky130_fd_sc_hd__inv_1 (5.3%)
  Count of mapped cells out of synthesis ........................ 10
  Warning count from the yosys run ........................ 1
  Number of standard cells reported by yosys ........................ 10
  Mean cell area of the mapped netlist ........................ 14.3 sq um
  Yosys-reported design area after synthesis ........................ 143 sq um
  Seq/Total Area, Yosys ........................ 0.702
  Netlist area before placement ........................ approximately 140 sq um
  Cell type with the largest total area after synthesis ........................ sky130_fd_sc_hd__dfrtn_1
  Post-synth cell types ........................ 6
  Area share of the largest cell type after synthesis ........................ 0.702
  Yosys reg bits ........................ 4

[Place]
  Placer congestion estimate ........................ 0.625
  Post-DP HPWL ........................ 300 um
  Quantity of I/O buffers inserted on ports ........................ 5

[Route]
  Total wire length after detailed routing ........................ 432 um
  Number of antenna-violating nets in the routed design ........................ 0
  Total via count in the routed design ........................ between 100 and 150
  DR DRC count ........................ 0
  Number of antenna cells inserted ........................ 0
  First drt pass iteration count ........................ 2
  Via-to-Cell Ratio ........................ 1.69
  Number of DRC markers after the initial detailed-route iteration ........................ 4
  Average wire per cell in the routed design ........................ between 6 and 7 um

[Hold path]
  Tightest Hold Check Type ........................ reg -> reg
  Worst min-delay path startpoint ........................ q[0]$_DFF_NP0_

[Global routing]
  Antenna violations before repair ........................ 0
  Leftover overflow at the end of global routing ........................ 0
  Global Route Usage Sum ........................ 0.0165
  Global-route wire length before repair ........................ 683 um
  Vias in the first global route ........................ ~140
  Maximum number of pins on one net before global-route repair ........................ 5

----------------------------------------------------
## worst min path at each step
stage	endpoint	slack, ps	depth (start not counted)
final	q[0]$_DFF_NP0_	560	3
after CTS	q[0]$_DFF_NP0_	450	2
after global routing	q[0]$_DFF_NP0_	600	3
## per-stage QoR
step	worst slack [ps]	power (mW)	area, sq um	cells
after floorplan	-8.11	0.129	143	10
after global placement	-537	0.133	273	64
after detailed placement	-544	0.133	273	64
after CTS	-396	0.295	298	70
after global routing	-450	0.310	305	71
final	-392	0.287	305	71
## final cells by class
class / count / area (sq um) / area share
clock buffer: 3 / 22.5 / 0.0738
multi-input combinational: 4 / 35.0 / 0.115
tap: 46 / 57.6 / 0.189
timing repair buffer: 12 / 82.6 / 0.270
inverter: 2 / 7.51 / 0.0246
sequential: 4 / 100 / 0.328
## cell usage after synthesis
cell	instances
sky130_fd_sc_hd__dfrtn_1	4
sky130_fd_sc_hd__inv_1	2
sky130_fd_sc_hd__ha_1	1
sky130_fd_sc_hd__nand3_1	1
sky130_fd_sc_hd__xnor2_1	1
sky130_fd_sc_hd__xor2_1	1
## cells by family after synthesis
kind of cell               count (synthesis)  synth area share
xor gates and xnor gates                   2             0.123
DFF                                        4             0.702
adders and majority gates                  1            0.0877
and+or+nand+nor                            1            0.0351
buffers and inverters                      2            0.0527
## power by group
part | switching, mW | internal [mW] | leakage [nW] | total [mW]
logic | 0.00245 | 0.00281 | 0.0937 | 0.00526
clock network | 0.0520 | 0.103 | 0.0138 | 0.155
registers | 0 | 0.126 | 0.0566 | 0.126
total | 0.0545 | 0.232 | 0.164 | 0.287
## tightest hold or removal path, cell delays in order, from the launching register on
cell and delay (ps):
sky130_fd_sc_hd__dfrtn_1 340, sky130_fd_sc_hd__buf_4 130, sky130_fd_sc_hd__buf_4 130, sky130_fd_sc_hd__inv_1 40
## repair_timing
item	CTS	global route
setup buffers	3	1
resized	13	0
endpoints found under the setup margin	4	4
pin swaps	0	0
## per-layer routing
layer / routed length (um) / track usage / share of wire / vias up
li1: - / - / - / 60
met5: 0 / 0 / 0 / -
met3: 167 / 0.0375 / 0.39 / 2
met2: 83 / 0.00883 / 0.19 / 9
met4: 6 / 0.00352 / 0.014 / 0
met1: 174 / 0.0167 / 0.40 / 49
Power is estimated from default activity; no workload was simulated.
