File: design.v
module 	eight_bit_ALU (yout, ain, bin, sel);
output 	reg [7:0]yout;
input	[15:0]ain,bin;
input	[2:0]sel;
always	@(ain,bin,sel)
	case(sel)
		3'b000:	yout = 8'b0;
		3'b001: yout = ain & bin;
		3'b010: yout = ain | bin;
		3'b011: yout = ain ^ bin;		 
		3'b100: yout = ~ain;
		3'b101: yout = ain - bin;
		3'b110: yout = ain + bin;
		3'b111: yout = 8'hFF;
	endcase
endmodule
File: run.sh
#!/bin/bash
# OpenROAD 26Q1-2900-gdf79404cd8, Yosys 0.63+post, stock flow scripts
make -C /OpenROAD-flow-scripts/flow DESIGN_CONFIG=/design/flow/config.mk WORK_HOME=/design/flow/orfs finish
File: config.mk
export PLATFORM = sky130hd
export DESIGN_NAME = eight_bit_ALU
export DESIGN_NICKNAME = eight_bit_ALU
export VERILOG_FILES = /design/flow/design.v
export SDC_FILE = /design/flow/constraint.sdc
export NUM_CORES = 4
export LEC_CHECK = 1
export CORE_AREA = 10 10 73 73
export DIE_AREA = 0 0 83 83
File: constraint.sdc
current_design eight_bit_ALU

set clk_period 4.9
set clk_io_pct 0.2

create_clock -name clk0 -period $clk_period

set non_clock_inputs [all_inputs -no_clocks]
set_input_delay [expr $clk_period * $clk_io_pct] -clock clk0 $non_clock_inputs
set_output_delay [expr $clk_period * $clk_io_pct] -clock clk0 [all_outputs]
==> out/results.ini <==
[flow_run]
cap_viol_max_count=0
tool_warnings=57

[critical_path]
cp.arrival_ns=3.77
crit_chain=clkdlybuf4s50_1, and2b_1, and2_1, nor2_2, xnor2_1, ha_1, nor2b_1, o21ai_1, a21boi_1, or4_1, nand3_1, clkdlybuf4s50_1
path_common_cell=clkdlybuf4s50_1
cpPeakStageDelay_ns=0.48
slowest_stage=clkdlybuf4s50_1
startpoint=sel[0]
cp-end-kind=primary output
path_max_fanout=2
crit_type=in2out
critPathLaunchType=primary input
crit_required_ns=3.92

[drt]
drt-total-wl_um=2960
drc=0
num_vias=1096
drtIter0Drc=46
drtPass1Iterations=4
diodes=0
wl_per_cell_um=12.7
ant_nets=0
vias_per_cell=4.68

[floorplanning]
io_pins=43
die_height_um=83
rows=22
initCoreUtil=0.279
die_w_um=83
die-area_mm2=0.00689
core_mm2=0.00374

[power]
leakage_nw=0.676
ir_drop_mv=0.0317
sequentialPowerShare=0
power_density_mw_per_mm2=104
p_int_uw=82.0
share_comb_of_total_power=1.000
clockPowerShare=0
switching_share=0.450
switchingPower_uw=67.2
fin_total_pwr_uw=149

[cells_and_area]
drive_gt1_frac=0.0968
fin_area_mm2=0.00144
mostFrequentLayoutCell=clkdlybuf4s50_1
layout.cells.non_filler=234
layout_top_cells=clkdlybuf4s50_1, ha_1, o21ai_0, inv_1, nand2_1
fillCellCount=400
clkbuf_count=0
syn2layout_area_growth_pct=37.6
flop-count=0
flop_area_um2=0
final_util=0.384

[placement]
portBuffers=27
gp_congestion=0.922
preCtsSetupSlack_ns=0.0555
placed_area_mm2=0.00143
place_hpwl_um=2470
place_inst=233

[timing]
post-route-period-util=0.970
slew_viol_final=0
fmax_mhz=210
setup_tns_ns=0
relSlewSlack=0.634
setup_viol=0
grt_setup_unrepaired=true
fin_ws_ns=0.149
tightest_slew_ns=0.543
fin_crit_ns=4.75
finalHoldViolCount=0
hold_ws_ns=3.12

[grt]
antenna_found_initial=0
grt_pass1_vias=1033
grt_max_degree=12
gr-usage-all-layers=0.0796
grt_pass1_wl_um=4820
overflow=0

[synth]
ys_seq_frac=0
syn_area_mm2=0.00105
top_area_frac=0.275
synth.avg_cell_area_um2=6.79
simple_gate_share=0.200
yosys_area_mm2=0.00105
ys_cells=154
syn_inst=154
synthMuxAreaShare=0
topCellsByArea=ha_1, o21ai_0, inv_1, xnor2_1, nand2_1
yosys_warnings=1
adder_share=0.294
yosys.cell_types.count=40
ys_sh_aoi=0.311
xor_share=0.0921
synthTopLogicFamily=AND-OR/OR-AND gates
yosys.area.top_type=ha_1

[outcome]
outcome=complete, no violations

[clock_network]
holdBufCountCts=0

[hold_path]
hold_path_class=in2out
min_from=ain[0]

-- area by class of cell --
cell class | count | area [um^2] | share of cell area
multi-input cells | 127 | 943 | 0.656
well taps | 48 | 60.1 | 0.0417
inverters | 20 | 75.1 | 0.0522
repair buffers | 39 | 360 | 0.250
-- path summary, 6_finish.rpt --
kind / end / cells after the start
setup / recovery: yout[6] / 12
hold / removal: yout[0] / 5
-- layer usage --
| layer | track usage | vias up | wire length (um) |
|---|---|---|---|
| li1 | - | 603 | - |
| met1 | 0.106 | 470 | 1450 |
| met2 | 0.141 | 23 | 1370 |
| met3 | 0.00886 | 0 | 148 |
| met4 | 0 | 0 | 0 |
| met5 | 0 | - | 0 |
-- power groups by stage --
stage / Clock [mW] / Sequential (mW) / Combinational [mW]
6_report: 0 / 0 / 0.149
5_1_grt: 0 / 0 / 0.169
4_1_cts: 0 / 0 / 0.149
-- cells by family (layout without fill, tap and decap cells) --
group	after synthesis	in the layout
AOI/OAI and AO/OA	50	50
and+or+nand+nor	42	42
buffers and inverters	27	59
adders and majority gates	24	24
xor gates and xnor gates	11	11
-- Yosys cell counts --
cell	number
a21boi_0	1
clkbuf_1	4
and3_1	1
nand2_1	16
buf_4	1
a222oi_1	1
o22ai_1	1
inv_1	20
o211a_1	1
o311ai_0	1
a221o_1	3
a21oi_1	6
nand3b_1	1
and2b_1	1
nor2_1	9
xor2_1	3
nand2b_1	3
nor2b_1	3
a31oi_1	1
o21ai_0	23
nand3_1	1
or4_1	1
o21a_1	1
o21ai_1	1
ha_1	23
o41ai_2	1
a21o_1	1
nor3b_1	1
o31ai_1	1
clkbuf_2	1
or2_2	2
o211ai_1	3
a211o_1	1
and2_1	2
or4_4	1
o2111ai_1	1
fa_1	1
a32oi_1	2
buf_2	1
xnor2_1	8
-- timing repair --
item / 4_1_cts / 5_1_grt
setup buffers: 0 / 1
resized: 0 / 5
setup endpoints to repair: 0 / 3
-- critical path: cells and delay by family --
kind            cells  cell delay (ns)
compound gates      2             0.25
xor+xnor            1             0.13
fa+ha+maj           1             0.26
buf+inv             2             0.95
simple gates        6             1.21
No activity file was given, so power comes from the tool's default toggle rates.
