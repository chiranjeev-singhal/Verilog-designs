## flow/run.sh

```bash
#!/bin/bash
# OpenROAD 26Q1-2900-gdf79404cd8, Yosys 0.63+post, stock flow scripts
make -C /OpenROAD-flow-scripts/flow DESIGN_CONFIG=/design/flow/config.mk WORK_HOME=/design/flow/orfs finish
```

## flow/config.mk

```make
export PLATFORM = sky130hd
export DESIGN_NAME = ram
export DESIGN_NICKNAME = ram
export VERILOG_FILES = /design/flow/design.v
export SDC_FILE = /design/flow/constraint.sdc
export NUM_CORES = 4
export LEC_CHECK = 1
export CORE_UTILIZATION = 50
export SYNTH_MEMORY_MAX_BITS = 65536
```

## flow/constraint.sdc

```tcl
current_design ram

set clk_period 3.1
set clk_io_pct 0.2

create_clock -name clk0 -period $clk_period [get_ports {clk}]

set non_clock_inputs [all_inputs -no_clocks]
set_input_delay [expr $clk_period * $clk_io_pct] -clock clk0 $non_clock_inputs
set_output_delay [expr $clk_period * $clk_io_pct] -clock clk0 [all_outputs]
```

## flow/design.v

```verilog
module ram(addr,data_in,data_out,clk,wr);
output reg [31:0] data_out;
input [4:0] addr;
input [31:0] data_in;
input clk,wr;
reg [7:0] mem[0:1024];  
always @ (posedge clk)
begin
	if (wr)
		mem[addr] <= data_in;
	else
		data_out <= mem[addr];
end
endmodule 
module ram_test ();
wire [31:0] data_out;
reg [4:0] addr;
reg [31:0] data_in;
reg clk,wr;
integer i;
ram ram_1(addr,data_in,data_out,clk,wr);
initial
begin
	clk = 0;
	wr = 1;
	for (i=0;i<1024;i=i+1)
	begin
		addr = i;
		data_in = i+10;
	end	
	#100 wr= 0;
end
initial
begin
	for (i=0;i<1024;i=i+1)
		$display ("%d",data_out); 
end
always #5 clk = ~clk;
endmodule 
```

==> qor.yml <==
outcome:
  outcome: "finished, final reports clean"
synthesis:
  logic_family: "multiplexers"
  ys_sh_xor_pct: 0
  synth_flop_count: 264
  async_reset_ff_share_pct: 0
  ys_sh_aoi_pct: 3.82
  synthesis.area_sq_um: 10500
  adder_share_pct: 0
  ys_cells: 602
  edf_count: 264
  syn_inst: 602
  yosysUniqueCellTypes: 24
  ff_type: "edfxtp_1"
  ys_sh_mux_pct: 12.2
  ys_seq_share_pct: 75.6
  yosysWarnings: 1
  avgSynthCellArea_sq_um: 17.4
  yosys_area_sq_um: 10500
  synthSimpleGateAreaFrac_pct: 4.74
route:
  wl_um: 19900
  drt_iter0_drc: 302
  drtPass1Iterations: 4
  drc: 0
  ant_nets: 0
  vias: 5349
  wire_per_inst_um: 20.5
  antenna_cells: 0
  routed_via_density: 5.51
final_timing:
  setup-violations-final: 0
  finClkSkew_ns: 0.0192
  fin_crit_sh_pct: 77.6
  hold_viol: 0
  rsz0062_at_grt: "false"
  max_freq_mhz: 416
  fin_ws_ns: 0.694
  tns_ns: 0
  maxSlewViolCount: 0
  min_period_ns: 2.41
cts:
  cts_buffer_depth: 3
  cts_setup_buffers: 0
  htreeDepth: 1
  cts_tree: "yes"
  clkTransAtPathRegs_ns: 0.06
  clk_latency_ns: 0.52
  cts_resized: 0
  ctsHoldBuffers: 0
  cts.sinks: 264
  cts-root-buf: "clkbuf_16"
  cts_made_buffers: 26
global_route:
  track_usage_pct: 21.5
  antenna_found_initial: 0
  grt_pass1_vias: 5576
  grt_max_degree: 39
  grt_overflow_total: 0
  grt_pass1_wl_um: 30800
cells_and_area:
  num-fill-cells: 1430
  seq_area_sq_um: 7930
  mostFrequentLayoutCells: "edfxtp_1 (264), mux2i_1 (128), o22ai_1 (64)"
  final-comb-area_sq_um: 2270
  syn2layout_area_growth_pct: 15.6
  lay_top_count: "edfxtp_1"
  drive_gt1_share_pct: 14.8
placed_design:
  place_hpwl_um: 13200
  io_buffers: 22
  gp_congestion: 0.896
  dp_slack_ns: 0.190
floorplanning:
  die_width_um: 147
  ios: 71
  fp_util_pct: 51.5
  row_count: 52
  die_h_um: 147
  floorplan.die_area_sq_um: 21500
  core_sq_um: 20400
setup_path:
  end_kind: "flop"
  cp_slowest_stage_delay_ns: 0.52
  crit_path_top_delay_cell: "clkdlybuf4s50_1"
  worst_ep_required_time_ns: 3.36
  critPathKind: "in -> reg"
  path_common_cell: "buf_4"
  startpoint_type: "input pin"
  crit_chain: "clkdlybuf4s50_1, buf_4, or4b_1, o22ai_1, nor4_1, buf_4, nand2_1"
  cp_max_fo: 20
  cp.arrival_ns: 2.66
pwr:
  p_per_area_nw_per_um2: 596
  p_leak_nw: 4.29
  ir_drop_v: 0.000354
worst_hold_path:
  hp-class: "reg -> reg"
job:
  openroad.warnings: 49
  cap_violations: 0
## Yosys cell counts (all sizes together) (4+ instances only)
cell,instances,area (sq um)
edfxtp,264,7930
mux2i,128,1280
o22ai,64,400
buf,50,334
nor2,29,109
nor4,16,100
nand2,10,37.5
clkbuf,9,35.0
nand4bb,6,67.6
nand3b,4,30.0
nand4b,4,35.0
nor3,4,20.0
or4b,4,40.0
## final timing paths
kind / from / endpoint / slack (ns) / depth (start not counted)
worst min-delay path: mem[17][3]$_DFFE_PP_ / data_out[3]$_DFFE_PN_ / 0.76 / 4
worst min register to register: mem[17][3]$_DFFE_PP_ / data_out[3]$_DFFE_PN_ / 0.76 / 4
worst max register to register: mem[18][1]$_DFFE_PP_ / data_out[1]$_DFFE_PN_ / 1.49 / 5
worst max-delay path: addr[2] / data_out[1]$_DFFE_PN_ / 0.69 / 7
## state kept, by name (all words and copies together) (netlist names)
| name | flops |
|---|---|
| data_out | 8 |
| mem | 256 |
## kinds of logic after synthesis
| family | after synthesis |
|---|---|
| AOI/OAI and AO/OA | 64 |
| buffers and inverters | 60 |
| DFF | 264 |
| muxes | 128 |
| other | 1 |
| and+or+nand+nor | 85 |
## metal layers
metal | share of wire, % | wire length [um] | vias up | track usage, %
met3 | 12 | 2440 | 31 | 12.1
li1 | - | - | 2519 | -
met5 | 0.41 | 82 | - | 2.95
met1 | 39 | 7800 | 2586 | 32.5
met4 | 1.9 | 376 | 2 | 3.59
met2 | 46 | 9170 | 211 | 30.8
## worst max-delay path, delay by kind of cell
kind                   cells  cell delay, ns
buffers and inverters      3            0.96
AOI/OAI and AO/OA          1            0.19
and+or+nand+nor            3            0.88
## cell type report
| cell class | instances | area share [%] |
|---|---|---|
| clock buffer | 31 | 5.70 |
| clock inverter | 14 | 0.764 |
| inverter | 1 | 0.0310 |
| multi-input combinational | 301 | 18.7 |
| sequential | 264 | 65.4 |
| tap | 270 | 2.79 |
| timing repair buffer | 90 | 6.56 |
## stage by stage
| step | util [%] | total power (W) | cells | instance area (sq um) | hold WS (ns) |
|---|---|---|---|---|---|
| 2_1_floorplan | - | 0.00428 | 625 | 10600 | 0.651 |
| 3_3_place_gp | 55.6 | 0.00445 | 926 | 11300 | 0.740 |
| 3_5_place_dp | 55.6 | 0.00446 | 926 | 11300 | 0.749 |
| 4_1_cts | 59.5 | 0.00727 | 971 | 12100 | 0.768 |
| 5_1_grt | 59.5 | 0.00745 | 971 | 12100 | 0.796 |
| 6_report | 59.5 | 0.00722 | 971 | 12100 | 0.760 |
## where the power goes
group	internal, W	leakage (nW)	switching (W)	total, W
Clock	0.00166	0.383	0.00118	0.00284
Sequential	0.00399	2.39	0.0000115	0.00400
Combinational	0.000162	1.53	0.000221	0.000383
Power and IR drop assume default switching activity.
